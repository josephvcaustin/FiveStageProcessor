<file path="flow/config.mk">
export PLATFORM = sky130hd
export DESIGN_NAME = controller
export DESIGN_NICKNAME = controller
export VERILOG_FILES = /design/flow/design.v
export SDC_FILE = /design/flow/constraint.sdc
export NUM_CORES = 4
export LEC_CHECK = 1
export CORE_UTILIZATION = 40
</file>
<file path="flow/design.v">
`timescale 1ns / 10ps 
module controller(ibus, clk, Aselect, Bselect, Dselect, Imm, S, Cin);
	input [31:0] ibus;
	reg [31:0] idex;
	reg [31:0] buff;  
	reg [31:0] exmem;
	input clk;
	output [31:0] Aselect, Bselect, Dselect;
	output reg [2:0] S;
	output reg Imm; 
	output reg Cin;
	always @(posedge clk) 
	begin
	buff = idex;  
	idex = ibus; 
	end
	always @(negedge clk) exmem = buff;  
	wire [4:0] rs, rt, rtmem, rd;
	assign rs = idex[25:21];
	assign rt = idex[20:16];
	assign rtmem = exmem[20:16];  
	assign rd = exmem[15:11];
	wire [31:0] rtDecodeWire;
	wire [31:0] rtMemDecodeWire;  
	wire [31:0] rdDecodeWire;
	decoder_5_32 rsDecoder(.i(rs), .o(Aselect));
	decoder_5_32 rtDecoder(.i(rt), .o(rtDecodeWire)); 
	decoder_5_32 rtMemDecoder(.i(rtmem), .o(rtMemDecodeWire));  
	decoder_5_32 rdDecoder(.i(rd), .o(rdDecodeWire));
	wire [5:0] op;
	assign op = idex[31:26];
	assign Bselect = (|op) ? 32'bx : rtDecodeWire;
	wire [5:0] func;
	assign func = idex[5:0];
	always @(clk)
	if(clk == 0) begin
	Imm = (|op);
	case(op)
		6'b000000 :
		begin
			case(func)
			6'b000011 : S = 3'b010;  
			6'b000010 : S = 3'b011;  
			6'b000001 : S = 3'b000;  
			6'b000111 : S = 3'b110;  
			6'b000100 : S = 3'b100;  
			default : S = 3'bxxx;
			endcase
		end
		6'b000011 : S = 3'b010;  
		6'b000010 : S = 3'b011;  
		6'b000001 : S = 3'b000;  
		6'b001111 : S = 3'b110;  
		6'b001100 : S = 3'b100;  
		default : S = 3'bxxx;	
	endcase
	Cin = S[1]&S[0];
	end
	assign Dselect = (|exmem[31:26]) ? rtMemDecodeWire : rdDecodeWire;
endmodule
`timescale 1ns / 10ps 
module decoder_5_32(i, o);
	input [4:0] i;
	output [31:0] o;
	assign o[31] = (i[4]&i[3]&i[2]&i[1]&i[0]);
	assign o[30] = (i[4]&i[3]&i[2]&i[1]&!i[0]);
	assign o[29] = (i[4]&i[3]&i[2]&!i[1]&i[0]);
	assign o[28] = (i[4]&i[3]&i[2]&!i[1]&!i[0]);
	assign o[27] = (i[4]&i[3]&!i[2]&i[1]&i[0]);
	assign o[26] = (i[4]&i[3]&!i[2]&i[1]&!i[0]);
	assign o[25] = (i[4]&i[3]&!i[2]&!i[1]&i[0]);
	assign o[24] = (i[4]&i[3]&!i[2]&!i[1]&!i[0]);
	assign o[23] = (i[4]&!i[3]&i[2]&i[1]&i[0]);
	assign o[22] = (i[4]&!i[3]&i[2]&i[1]&!i[0]);
	assign o[21] = (i[4]&!i[3]&i[2]&!i[1]&i[0]);
	assign o[20] = (i[4]&!i[3]&i[2]&!i[1]&!i[0]);
	assign o[19] = (i[4]&!i[3]&!i[2]&i[1]&i[0]);
	assign o[18] = (i[4]&!i[3]&!i[2]&i[1]&!i[0]);
	assign o[17] = (i[4]&!i[3]&!i[2]&!i[1]&i[0]);
	assign o[16] = (i[4]&!i[3]&!i[2]&!i[1]&!i[0]);
	assign o[15] = (!i[4]&i[3]&i[2]&i[1]&i[0]);
	assign o[14] = (!i[4]&i[3]&i[2]&i[1]&!i[0]);
	assign o[13] = (!i[4]&i[3]&i[2]&!i[1]&i[0]);
	assign o[12] = (!i[4]&i[3]&i[2]&!i[1]&!i[0]);
	assign o[11] = (!i[4]&i[3]&!i[2]&i[1]&i[0]);
	assign o[10] = (!i[4]&i[3]&!i[2]&i[1]&!i[0]);
	assign o[9] = (!i[4]&i[3]&!i[2]&!i[1]&i[0]);
	assign o[8] = (!i[4]&i[3]&!i[2]&!i[1]&!i[0]);
	assign o[7] = (!i[4]&!i[3]&i[2]&i[1]&i[0]);
	assign o[6] = (!i[4]&!i[3]&i[2]&i[1]&!i[0]);
	assign o[5] = (!i[4]&!i[3]&i[2]&!i[1]&i[0]);
	assign o[4] = (!i[4]&!i[3]&i[2]&!i[1]&!i[0]);
	assign o[3] = (!i[4]&!i[3]&!i[2]&i[1]&i[0]);
	assign o[2] = (!i[4]&!i[3]&!i[2]&i[1]&!i[0]);
	assign o[1] = (!i[4]&!i[3]&!i[2]&!i[1]&i[0]);
	assign o[0] = (!i[4]&!i[3]&!i[2]&!i[1]&!i[0]);
endmodule
</file>
<file path="flow/run.sh">
#!/bin/bash
# OpenROAD 26Q1-2900-gdf79404cd8, Yosys 0.63+post, stock flow scripts
make -C /OpenROAD-flow-scripts/flow DESIGN_CONFIG=/design/flow/config.mk WORK_HOME=/design/flow/orfs finish
</file>
<file path="flow/constraint.sdc">
current_design controller

set clk_period 3.3
set clk_io_pct 0.2

create_clock -name clk0 -period $clk_period [get_ports {clk}]

set non_clock_inputs [all_inputs -no_clocks]
set_input_delay [expr $clk_period * $clk_io_pct] -clock clk0 $non_clock_inputs
set_output_delay [expr $clk_period * $clk_io_pct] -clock clk0 [all_outputs]
</file>
==> results.cfg <==
; flow metrics
[global_routing]
grt_pass1_wl_mm = 12.0
busiest_layer = met2
grt_max_degree = 39
grt_pass1_vias = 2615
grt_util_met1_pct = 33.5
gr-usage-met3_pct = 9.36
grt-ovfl-total = 0
antenna_found_initial = 0
grt_util_met2_pct = 34.5
track_usage_pct = 23.6

[die]
core-area_um2 = 6060
die_x_um = 82.1
dieHeight_um = 82.1
pin_count = 134
initial_core_util_pct = 42.4
chipArea_um2 = 6750
num_rows = 28

[route]
viasPerCell = 5.30
wl_per_cell_um = 16.5
antennaDiodeCount = 0
vias = 3155
drtPass1Iterations = 5
drt_iter0_drc = 172
wl_mm = 9.80
drc = 0
postRouteAntennaNets = 0

[cells_and_area]
syn2layout_area_growth_pct = 92.7
lay_top_count = clkdlybuf4s50_1
final_cells = 595
fin_util_pct = 81.7
drive_gt1_share_pct = 31.0
lay_top_cells = clkdlybuf4s50_1 (91), nor2_1 (77), dfxtp_1 (56), buf_4 (31), nand2_1 (25)

[clocking]
clk_pin_slew_ns = 0.07
htreeDepth = 3
cts-buffers-inserted = 9
worstSkewPairLatency_ns = 0.38
clock_sinks = 64
cts_tree = yes
cts_root_buf = clkbuf_8
clockBufferDepth = 2

[synthesis]
yosysTopAreaCellShare_pct = 46.0
ff_type = dfxtp_1
edf_count = 0
syn-cell-area_um2 = 2570
syn_area_per_cell_um2 = 7.95
top_cells_by_area = dfxtp_1 (46%), nor2_1 (11%), nand3_1 (8.0%)
netlist.top_cell.by_area = dfxtp_1
ys_warn_count = 1
yosys_cells = 323
yosys_area_um2 = 2570
yosysUniqueCellTypes = 35
synth_flops = 64
synthArstFlopShare_pct = 0
synthCells = 323

[hold_path]
hold_path_end = buff[15]
holdPathStages = 0
min_from = idex[15]
min_path_type = flip-flop to flip-flop

[worst_setup_path]
crit_type = flip-flop to primary output
critical_path_required_ns = 2.64
crit_family = buffers and inverters
worst_r2r_endpoint = Cin
start_kind = flip-flop
worst-r2r-cell-count = 4
crit_path_cell_trace = nor4_4, buf_4, nand2_4, buf_6, buf_6, o41ai_4, buf_2
cpPeakStageDelay_ns = 0.36
cpMaxStageDelayCell = nor4_4
r2r_start = idex[3]
end_kind = primary output
cp.arrival_ns = 3.70
critPathMaxFanout = 4
cpMostUsedCell = buf_6
timing.critical_path.buf_inv = 4
rrSetupSlack_ns = 0.20

[power_and_ir_drop]
p_sw_share_pct = 24.3
p_switching_w = 0.000461
p_comb_share_pct = 10.8
pwr-share-clk_pct = 45.3
p_int_w = 0.00144
power_density_nw_per_um2 = 384
p_seq_share_pct = 43.9
p_leak_nw = 2.11
worst_ir_drop_vdd_mv = 0.512

[final_timing]
slew_headroom_pct = 64.2
finalHoldViolCount = 0
final.setup.worst_slack_ns = -1.06
rsz0062_at_grt = true
finClkSkew_ns = 0.0583
drv_slew = 0
worst_slew_pin_slew_ns = 0.535
setup_violations = 32

[status]
violations = negative setup slack
status = complete, but fails checks

[placement]
portBuffers = 128
dp_cells = 530
gp_congestion = 0.935
dp_hpwl_mm = 5.23

[flow_run]
warnings = 50
maxCapViolCount = 0
-- cell usage after synthesis, types with 5 or more instances --
cell type	number
nor2_1	77
dfxtp_1	59
nand3_1	41
nand2_1	26
o21ai_1	19
clkbuf_1	17
o31ai_1	9
nand3b_1	7
nand2b_1	6
nor3b_1	6
or3b_1	6
dlxtn_1	5
o41ai_1	5
-- area by class of cell --
cell class	count	area [um2]
flip-flops and latches	64	1260
well taps	75	93.8
multi-input cells	236	1580
clock buffers	11	135
inverters	2	7.51
fillers	320	1110
repair buffers	186	1720
clock inverters	21	160
-- power by group through the flow --
stage	logic (W)	clock network [W]	registers, W
6_report	0.000206	0.000860	0.000833
5_1_grt	0.000221	0.000928	0.000839
4_1_cts	0.000179	0.000865	0.000831
-- worst max-delay path by stage --
stage,from,endpoint,depth (start not counted)
after CTS,exmem[29],Dselect[11],5
after global routing,exmem[30],Dselect[29],7
final,exmem[30],Dselect[29],7
-- state kept, by name, summed over array words and instances (netlist names) --
name / cells
Cin: 1
Imm: 1
S: 3
buff: 16
exmem: 16
idex: 27
-- what timing repair did --
item	CTS	global route
buffers inserted	16	18
pin swaps	7	19
endpoints found under the setup margin	37	32
cloned	1	5
hold buffers	0	0
gates resized	75	102
-- worst register-to-register path: cells and delay by family, from the launching register on --
| family | cells | cell delay (ns) |
|---|---|---|
| AOI/OAI and AO/OA | 2 | 0.37 |
| DFF | 1 | 0.29 |
| and+or+nand+nor | 2 | 0.77 |
-- stage by stage --
| step | setup WS [ns] | hold slack (ns) | power (W) | TNS, ns | cell area, um2 |
|---|---|---|---|---|---|
| floorplan | -0.0805 | 0.310 | 0.000940 | -1.94 | 2590 |
| finish | -1.06 | 0.325 | 0.00190 | -27.79 | 4950 |
| global route | -1.13 | 0.333 | 0.00199 | -30.51 | 4950 |
| detailed placement | -0.872 | 0.312 | 0.00105 | -26.40 | 4050 |
| global placement | -0.768 | 0.311 | 0.00105 | -23.00 | 4050 |
| CTS | -1.04 | 0.328 | 0.00187 | -30.40 | 4560 |
-- routing by layer --
layer,vias to the layer above,wire length (um)
met5,-,0
met4,0,208
met3,23,1130
met2,187,4390
met1,1453,4080
li1,1492,-
-- cells by family (layout without fill, tap and decap cells) --
| group | Yosys count | in the layout | synth area share, % |
|---|---|---|---|
| and+or+nand+nor | 188 | 189 | 35.4 |
| AOI/OAI and AO/OA | 44 | 44 | 11.1 |
| buffers and inverters | 24 | 220 | 3.65 |
| latches | 5 | 5 | 2.92 |
| xor gates and xnor gates | 3 | 3 | 1.02 |
| DFF | 59 | 59 | 46.0 |
Power is estimated from default activity; no workload was simulated.
